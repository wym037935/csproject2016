`/design/flow/design.v`:
```
module EX(
  input wire        rst,  
  input wire[31:0]  inst_i,
  input wire[2:0]  alusel_i,
  input wire[7:0]   aluop_i,
  input wire[31:0]  reg1_i,
  input wire[31:0]  reg2_i,
  input wire[4:0]   wd_i,
  input wire        wreg_i,
  input wire        in_delay_i,
  input wire[31:0]  link_addr_i,
  output reg[31:0]  mem_addr_o,
  output reg[4:0]   wd_o,
  output reg        wreg_o,
  output reg[31:0]  wdata_o,
  output wire[7:0]  aluop_o,
  output wire[31:0]  reg2_o
  );
  reg[31:0] logicout;
  reg[31:0] shiftout;
  reg[31:0] moveout;
  reg[63:0] arithout;
  assign aluop_o = aluop_i;
  assign reg2_o = reg2_i;
  wire[31:0] signed_low16_inst;
   assign signed_low16_inst = { {16{inst_i[15]}}, inst_i[15:0] };
  always @ (*) begin
    if (rst == 1'b0) begin
      logicout <= 32'h00000000;
    end else begin
      case (aluop_i)
        8'b00011000: begin
          logicout <= reg1_i & reg2_i;
        end
        8'b00011001: begin                    
          logicout <= reg1_i & reg2_i;
        end
        8'b00011010: begin                     
          logicout <= {reg1_i[15:0], 16'b0};
        end
        8'b00011011: begin
          logicout <= ~(reg1_i | reg2_i);
        end
        8'b00011100: begin
          logicout <= reg1_i | reg2_i;
        end
        8'b00011101: begin                     
          logicout <= reg1_i | reg2_i;
        end
        8'b00011110: begin
          logicout <= reg1_i ^ reg2_i;
        end
        8'b00011111: begin                    
          logicout <= reg1_i ^ reg2_i;
        end
        default: begin
          logicout <= 32'h00000000;
        end
      endcase
    end
  end
    always @ (*) begin
      if (rst == 1'b0) begin
        moveout <= 32'h00000000;
      end else begin
        case (aluop_i)
          8'b00100000: begin
           if (reg2_i != 32'h00000000) begin 
            moveout <= reg1_i;
				end 
          end
           8'b00100001: begin
             if (reg2_i == 32'h00000000) begin 
              moveout <= reg1_i;
            end 
           end
          default: begin
            moveout <= 32'h00000000;
          end
        endcase
      end
    end
  always @ (*) begin
    if (rst == 1'b0) begin
      shiftout <= 32'b0;
    end else begin
      case (aluop_i)
        8'b00100100: begin
          shiftout <= reg1_i << reg2_i;
        end
        8'b00100101: begin                  
          shiftout <= reg1_i << reg2_i;
        end
        8'b00100110: begin
			 shiftout <= ({32{reg1_i[31]}} << (6'd32-{1'b0, reg2_i[4:0]}))
												| reg1_i >> reg2_i[4:0];
		  end
        8'b00100111: begin                  
			 shiftout <= ({32{reg1_i[31]}} << (6'd32-{1'b0, reg2_i[4:0]}))
												| reg1_i >> reg2_i[4:0];
        end
        8'b00101000: begin
          shiftout <= reg1_i >> reg2_i;
        end
        8'b00101001: begin                  
          shiftout <= reg1_i >> reg2_i;
        end
        default: begin
          shiftout <= 32'h00000000;
        end
      endcase
    end
  end
  always @ (*) begin
    if (rst == 1'b0) begin
      arithout <= 64'b0;
    end else begin
      case (aluop_i)
        8'b00000000: begin               
          arithout <= reg1_i + reg2_i;
        end
        8'b00000001: begin
          arithout <= reg1_i + reg2_i;
        end
        8'b00000011: begin
          arithout <= ($signed(reg1_i) < $signed(reg2_i)) ? 64'b1 : 64'b0;
		    end
        8'b00000100: begin                
          arithout <= ($signed(reg1_i) < $signed(reg2_i)) ? 64'b1 : 64'b0;
        end
        8'b00000110: begin
          arithout <= (reg1_i < reg2_i) ? 64'b1 : 64'b0;
        end
        8'b00000101: begin               
          arithout <= (reg1_i < reg2_i) ? 64'b1 : 64'b0;
        end
        8'b00000111: begin
          arithout <= reg1_i - reg2_i;
        end
        8'b00000010: begin
          arithout <= $signed(reg1_i) * $signed(reg2_i);
        end
		    default: begin
          arithout <= 64'b0;
        end
      endcase
    end
  end
  always @ (*) begin
    wd_o <= wd_i;
    wreg_o <= wreg_i;
    case (alusel_i)
      3'b011: begin
        wdata_o <= logicout;
      end
      3'b101: begin
        wdata_o <= shiftout;
      end
      3'b100: begin
        wdata_o <= moveout;
		  if(aluop_i == 8'b00100000) begin
			if(reg2_i == 32'h00000000) begin
			wreg_o <= 1'b0;
			end
			end
			if(aluop_i == 8'b00100001) begin
			if(reg2_i != 32'h00000000) begin
			wreg_o <= 1'b0;
			end
			end
      end
      3'b000: begin
        wdata_o <= arithout[31:0];
      end
      3'b001: begin
        wdata_o <= link_addr_i;
      end
      default: begin
        wdata_o <= 32'h00000000;
      end
    endcase
  end
  always @ (*) begin
    if (rst == 1'b0) begin
      mem_addr_o <= 32'h00000000;
    end else begin
      case (alusel_i)
        3'b010: begin                       
          mem_addr_o <= reg1_i + signed_low16_inst;
        end
        default: begin
          mem_addr_o <= 32'h00000000;
        end
		  endcase
    end
  end
endmodule
```
`/design/flow/run.sh`:
```
#!/bin/bash
# OpenROAD 26Q1-2900-gdf79404cd8, Yosys 0.63+post, stock flow scripts
make -C /OpenROAD-flow-scripts/flow DESIGN_CONFIG=/design/flow/config.mk WORK_HOME=/design/flow/orfs finish
```
`/design/flow/config.mk`:
```
export PLATFORM = sky130hd
export DESIGN_NAME = EX
export DESIGN_NICKNAME = EX
export VERILOG_FILES = /design/flow/design.v
export SDC_FILE = /design/flow/constraint.sdc
export NUM_CORES = 4
export LEC_CHECK = 1
export CORE_UTILIZATION = 50
```
`/design/flow/constraint.sdc`:
```
current_design EX

set clk_period 15.4
set clk_io_pct 0.2

create_clock -name clk0 -period $clk_period

set non_clock_inputs [all_inputs -no_clocks]
set_input_delay [expr $clk_period * $clk_io_pct] -clock clk0 $non_clock_inputs
set_output_delay [expr $clk_period * $clk_io_pct] -clock clk0 [all_outputs]
```
==> deck_impl_summary.md <==
Flow Results at a Glance

Outcome
  – Status: finished, final reports clean

Final layout
  – Top reg by flops: moveout
  – Max FFs per register: 32
  – Top cells excl fill/tap: nor2_1 (599), inv_1 (490), fa_1 (411)
  – Layout area overhead: 11.9%
  – Share of layout cells above drive strength 1: 7.16%
  – Dominant logic cell type in the layout: nor2_1
  – Regs by FF count: moveout: 32 flops

Synthesis
  – Yosys top cell area share: 29.5%
  – Xor/xnor share: 3.93%
  – Post-Synthesis Cells: 3606
  – Yosys Instances: 3606
  – Top cells by area: fa_1 (30%), ha_1 (12%), nor2_1 (8.1%)
  – AND-OR/OR-AND share of the synthesized area: 18.4%
  – Area leader, netlist: fa_1
  – Post-synth EDFFs: 0
  – Ys async rst share: 0%
  – Post-Syn Area: 27900 um^2
  – Syn Area/Cell: 7.73 um^2
  – Most common reg cell: dlxtn_1
  – Yosys synthesis chip area: 27900 um^2
  – Adder Area Share: 42.0%
  – Flops after synth: 32
  – Area fraction in mux cells: 5.16%
  – Top logic family: adder cells
  – Yosys cell types: 88
  – Post-Synth Simple-Gate Area: 17.4%
  – Ys Warns: 1

Place
  – GPL Wtd Cong: 1.10
  – HPWL after DPL: 103000 um
  – IO buf count: 230
  – Pre-CTS WS: 568 ps

Min path
  – Worst min path class: input pin to output port

Setup path
  – Critical path buffer and inverter count: 9
  – CP Data Arrival Time: 11980 ps
  – Slowest-stage cell, CP: o21ai_0
  – Most frequent cell on the critical path: fa_1
  – Worst Setup End Kind: output port
  – WS Path Type: input pin to output port
  – Largest delay contributor family on the critical path: adder cells
  – Slowest Stage Delay on Critical Path: 550 ps
  – Startpoint types: input pin
  – CP max FO: 5
  – CP Data Required Time: 12320 ps

GRT
  – Largest net degree at the start of global routing: 54
  – Total congestion overflow: 0
  – Total track usage: 49.5%
  – Initial antenna violation count: 4
  – First-pass GRT wire length: 193000 um
  – Vias in the first global route: 29200

Floorplan
  – Die Size: 56700 um^2
  – Number of I/O pins: 257
  – Area of the core: 55100 um^2
  – FP Util: 50.6%
  – Height of the die: 238 um
  – # rows: 86
  – Die width: 238 um

Clock tree
  – # Post-CTS Setup Buffers: 0
  – Post-CTS resize count: 0
  – Hold Buf Count CTS: 0

Detailed routing
  – Drt initial violations: 2812
  – Pre-antenna DRT Iters: 10
  – Via count: 28800
  – Final ANT Viol Nets: 0
  – Drt total wl: 131000 um
  – # DRC: 0
  – Wirelength per Cell: 29.3 um
  – Via-to-Cell Ratio: 6.42

Pwr
  – Leak: 14.4 nW
  – Net Switching: 6.00 mW
  – Worst vdd ir: 1010 uV
  – Pwr Density: 313 nW/um^2
  – Internal power: 3.75 mW
  – Switching share of power: 61.6%

STA
  – Number of unconstrained endpoints: 32
  – Measured slew at the worst slew-check pin: 1010 ps
  – Worst setup margin: 336 ps
  – Final period util: 97.8%
  – Register pins left without a clock: 32
  – Hold Vio Cnt, Final: 0
  – Highest Clock Rate: 66.4 MHz
  – Final Max Tran Viols: 0
  – Post-layout min period: 15060 ps
  – Slew headroom: 32.5%
  – RSZ-0062 raised after global routing: no
  – Setup TNS Final: 0 ps
  – Setup violations, final: 0

Job
  – Tool warnings: 113
  – Max Cap Violations: 0
final cells by class:
type / count / area, um^2
Multi-Input combinational cell: 2787 / 24200
Fill cell: 4870 / 23900
Inverter: 506 / 1900
Antenna cell: 5 / 12.5
Timing Repair Buffer: 405 / 3610
Tap cell: 748 / 936
Sequential cell: 32 / 480
per-stage QoR:
step / area (um^2) / util, % / power, mW / hold WS [ps] / instances
2_1_floorplan: 27900 / - / 5.95 / 6220 / 3606
3_3_place_gp: 31200 / 56.6 / 9.46 / 6160 / 4478
3_5_place_dp: 31200 / 56.6 / 9.54 / 6160 / 4478
4_1_cts: 31200 / 56.6 / 9.63 / 6160 / 4478
5_1_grt: 31200 / 56.6 / 10.5 / 6160 / 4478
6_report: 31200 / 56.6 / 9.75 / 6160 / 4483
path summary, 6_finish.rpt:
kind | startpoint | end | slack (ps) | cells after the start
setup / recovery | reg2_i[5] | wdata_o[28] | 340 | 28
hold / removal | wd_i[0] | wd_o[0] | 6160 | 0
layer usage:
metal / vias to the layer above / routed length [um] / track usage [%]
met1: 13800 / 46800 / 63.1
met4: 11 / 11100 / 31.2
li1: 12200 / - / -
met2: 2247 / 52500 / 65.9
met5: - / 276 / 1.90
met3: 519 / 20700 / 27.3
logic make-up (layout without fill, tap and decap cells):
logic type / count (synthesis) / in the layout
AOI/OAI and AO/OA: 743 / 743
adders and majority gates: 689 / 689
muxes: 95 / 95
and+or+nand+nor: 1135 / 1135
latches: 32 / 32
other: 0 / 5
xor gates and xnor gates: 125 / 125
buffers and inverters: 787 / 911
synth_stat cells, types with 12 or more instances:
| library cell | number |
|---|---|
| mux2i_1 | 48 |
| o221ai_1 | 27 |
| a221oi_1 | 29 |
| a22oi_1 | 30 |
| a221o_1 | 22 |
| a211oi_1 | 35 |
| clkbuf_1 | 163 |
| o21a_1 | 18 |
| dlxtn_1 | 32 |
| a222oi_1 | 33 |
| inv_1 | 492 |
| nand3_1 | 34 |
| buf_4 | 45 |
| and2_1 | 52 |
| nor2_1 | 601 |
| ha_1 | 278 |
| nand2b_1 | 27 |
| o21ai_0 | 137 |
| o22ai_1 | 30 |
| a31oi_1 | 18 |
| fa_1 | 411 |
| xor2_1 | 33 |
| buf_2 | 28 |
| xnor2_1 | 92 |
| nor3_1 | 49 |
| nor4_1 | 21 |
| or3_1 | 12 |
| buf_1 | 43 |
| nor2b_1 | 16 |
| a21oi_1 | 183 |
| nand2_1 | 279 |
| o21bai_1 | 16 |
| o31ai_1 | 12 |
| a21o_1 | 48 |
| mux4_2 | 38 |
| o211ai_1 | 21 |
power by group through the flow:
stage	sequential (mW)	combinational (mW)	clock (mW)
5_1_grt	0.000137	10.5	0
4_1_cts	0.000137	9.63	0
Power and IR drop assume default switching activity.
