==> flow/design.v <==
module Reg(
    input wire clk,
    input wire rst,
    input wire re1,
    input wire[4:0] raddr1,
	 output reg[31:0] rdata1,
	 input wire re2,
    input wire[4:0] raddr2,
    output reg[31:0] rdata2,
    input wire we,
    input wire[4:0] waddr,
    input wire[31:0] wdata,
	 input wire[4:0] reg_addr,
	 output reg[15:0] led_output
);
    reg[31:0] regs[0:31];
	 always @(*)begin
		  case 	(reg_addr)	
				5'b00000:begin
					led_output <= regs[0][15:0]	;
				end
				5'b00001:begin
					led_output <= regs[1][15:0];
				end
				5'b00010:begin
					led_output <= regs[2][15:0];
				end
				5'b00011:begin
					led_output <= regs[3][15:0];
				end
				5'b00100:begin
					led_output <= regs[4][15:0];
				end
				5'b00101:begin
					led_output <= regs[5][15:0];
				end
				5'b00110:begin
					led_output <= regs[6][15:0];
				end
				5'b00111:begin
					led_output <= regs[7][15:0];
				end
				5'b01000:begin
					led_output <= regs[8][15:0];
				end
				5'b01001:begin
					led_output <= regs[9][15:0];
				end
				5'b01010:begin
					led_output <= regs[10][15:0];
				end
				5'b01011:begin
					led_output <= regs[11][15:0];
				end
				5'b01100:begin
					led_output <= regs[12][15:0];
				end
				5'b01101:begin
					led_output <= regs[13][15:0];
				end
				5'b01110:begin
					led_output <= regs[14][15:0];
				end
				5'b01111:begin
					led_output <= regs[15][15:0];
				end
				5'b10000:begin
					led_output <= regs[16][15:0];
				end
				5'b10001:begin
					led_output <= regs[17][15:0];
				end
				5'b10010:begin
					led_output <= regs[18][15:0];
				end
				5'b10011:begin
					led_output <= regs[19][15:0];
				end
				5'b10100:begin
					led_output <= regs[20][15:0];
				end
				5'b10101:begin
					led_output <= regs[21][15:0];
				end
				5'b10110:begin
					led_output <= regs[22][15:0];
				end
				5'b10111:begin
					led_output <= regs[23][15:0];
				end
				5'b11000:begin
					led_output <= regs[24][15:0];
				end
				5'b11001:begin
					led_output <= regs[25][15:0];
				end
				5'b11010:begin
					led_output <= regs[26][15:0];
				end
				5'b11011:begin
					led_output <= regs[27][15:0];
				end
				5'b11100:begin
					led_output <= regs[28][15:0];
				end
				5'b11101:begin
					led_output <= regs[29][15:0];
				end
				5'b11110:begin
					led_output <= regs[30][15:0];
				end
				5'b11111:begin
					led_output <= regs[31][15:0];
				end
				default:begin
					led_output <= 32'h00000000;
				end
			endcase
		end
    always @ (posedge clk) begin
        if (rst == 1'b1) begin
            if ((we == 1'b1) && (waddr != 5'h0)) begin
                regs[waddr] <= wdata;
            end
        end else begin
            regs[0] <= 32'h00000000;
            regs[1] <= 32'h00000000;
            regs[2] <= 32'h00000000;
            regs[3] <= 32'h00000000;
            regs[4] <= 32'h00000000;
            regs[5] <= 32'h00000000;
            regs[6] <= 32'h00000000;
            regs[7] <= 32'h00000000;
            regs[8] <= 32'h00000000;
            regs[9] <= 32'h00000000;
            regs[10] <= 32'h00000000;
            regs[11] <= 32'h00000000;
            regs[12] <= 32'h00000000;
            regs[13] <= 32'h00000000;
            regs[14] <= 32'h00000000;
            regs[15] <= 32'h00000000;
            regs[16] <= 32'h00000000;
            regs[17] <= 32'h00000000;
            regs[18] <= 32'h00000000;
            regs[19] <= 32'h00000000;
            regs[20] <= 32'h00000000;
            regs[21] <= 32'h00000000;
            regs[22] <= 32'h00000000;
            regs[23] <= 32'h00000000;
            regs[24] <= 32'h00000000;
            regs[25] <= 32'h00000000;
            regs[26] <= 32'h00000000;
            regs[27] <= 32'h00000000;
            regs[28] <= 32'h00000000;
            regs[29] <= 32'h00000000;
            regs[30] <= 32'h00000000;
            regs[31] <= 32'h00000000;
		  end
    end
    always @ (*) begin
        if (rst == 1'b0) begin
            rdata1 <= 32'h00000000;
        end else if (raddr1 == 5'h0) begin
            rdata1 <= 32'h00000000;
        end else if ((raddr1 == waddr) && (we == 1'b1) && (re1 == 1'b1)) begin
            rdata1 <= wdata;
        end else if (re1 == 1'b1) begin
            rdata1 <= regs[raddr1];
        end else begin
            rdata1 <= 32'h00000000;
        end
    end
    always @ (*) begin
        if (rst == 1'b0) begin
            rdata2 <= 32'h00000000;
        end else if (raddr2 == 5'h0) begin
            rdata2 <= 32'h00000000;
        end else if ((raddr2 == waddr) && (we == 1'b1) && (re2 == 1'b1)) begin
            rdata2 <= wdata;
        end else if (re2 == 1'b1) begin
            rdata2 <= regs[raddr2];
        end else begin
            rdata2 <= 32'h00000000;
        end
    end
endmodule
==> flow/run.sh <==
#!/bin/bash
# OpenROAD 26Q1-2900-gdf79404cd8, Yosys 0.63+post, stock flow scripts
make -C /OpenROAD-flow-scripts/flow DESIGN_CONFIG=/design/flow/config.mk WORK_HOME=/design/flow/orfs finish
==> flow/config.mk <==
export PLATFORM = sky130hd
export DESIGN_NAME = Reg
export DESIGN_NICKNAME = Reg
export VERILOG_FILES = /design/flow/design.v
export SDC_FILE = /design/flow/constraint.sdc
export NUM_CORES = 4
export LEC_CHECK = 1
export CORE_UTILIZATION = 50
==> flow/constraint.sdc <==
current_design Reg

set clk_period 9.1
set clk_io_pct 0.2

create_clock -name clk0 -period $clk_period [get_ports {clk}]

set non_clock_inputs [all_inputs -no_clocks]
set_input_delay [expr $clk_period * $clk_io_pct] -clock clk0 $non_clock_inputs
set_output_delay [expr $clk_period * $clk_io_pct] -clock clk0 [all_outputs]
==> results.py <==
# Generated from Yosys and OpenROAD reports
metrics = {
    "timing": {
        "whs_ps": 462,
        "max_slew_margin_pct": 26.3,
        "finalCritPeriodShare_pct": 85.8,
        "setup_tns_ps": 0,
        "tightest_slew_ps": 1100,
        "final_hold_viol_count": 0,
        "rsz0062_at_grt": "no",
        "maxSlewViolCount": 0,
        "min_period_ps": 7810,
        "setup_viol": 0,
        "fmax_ghz": 0.128,
        "skew_ps": 0,
    },
    "logic_synthesis": {
        "topCellsByArea": "dfxtp_1 (35%), mux4_2 (17%), nand2_1 (13%)",
        "ys_async_sr_fraction_pct": 0,
        "top_area_cell": "dfxtp_1",
        "ys_seq_elements": 1024,
        "yosys-stat-cells": 6773,
        "ff_type": "dfxtp_1",
        "syn_area_per_cell_sq_um": 8.70,
        "synth_seq_share_pct": 34.8,
        "top_cell_area_share_pct": 34.8,
        "ys_area_sq_um": 58900,
        "yosysWarnings": 1,
        "synth_cells": 6773,
        "syn_area_sq_um": 58900,
        "yosysUniqueCellTypes": 59,
        "edf_count": 0,
    },
    "clocking": {
        "cts.clk_slew.worst_paths_ps": 60,
        "clock_latency_ps": 730,
        "post_cts_buffers": 0,
        "cts_tree": "done",
        "cts.htree.levels": 3,
        "cts.sinks": 1024,
        "cts_buffers": 114,
        "root_buffer": "clkbuf_16",
        "cts.path.max_buffers": 3,
        "cts.repair.resized": 0,
        "ctsHoldBuffers": 0,
    },
    "detailed_routing": {
        "routed_via_density": 6.91,
        "first_pass_iters": 10,
        "drt_iter0_markers": 6010,
        "met2_length_mm": 112,
        "wl_per_cell_microns": 34.0,
        "vias": 56000,
        "drt-met1-wl_mm": 96.9,
        "routed_wl_mm": 276,
        "antenna_left": 0,
        "drcViolationCount": 0,
        "routed-wl-met3_mm": 45.9,
        "top_layer": "met5",
    },
    "run": {
        "warning_count": 32,
        "drv_cap": 0,
    },
    "die": {
        "io_pins": 137,
        "core_sq_um": 117000,
        "num_rows": 125,
        "fp.dieH_microns": 345,
        "die_area_sq_um": 119000,
        "fp_util_pct": 50.6,
        "die_w_microns": 345,
    },
    "critical_path": {
        "worstPathCellList": "clkbuf_8 -> or2_4 -> o41a_1 -> o2111ai_4 -> buf_4 -> a211oi_1 -> a211o_1 -> clkdlybuf4s50_1",
        "path_class": "input pin to output pin",
        "cp_top_family": "AND-OR/OR-AND gates",
        "crit_fanout": 47,
        "cpPeakStageDelay_ps": 910,
        "endpoint_kind": "output pin",
        "cp-start-kind": "input pin",
        "critPathArrivalTime_ps": 5990,
        "worstPathBufferInverterCount": 3,
        "crit_required_ps": 7280,
        "slowest_stage": "a211oi_1",
    },
    "grt": {
        "grt.overflow.total": 0,
        "antenna_found_initial": 11,
        "grt_pass1_wl_mm": 392,
        "grt_max_degree": 163,
        "grt_pass1_vias": 54300,
        "grt_usage_pct": 48.3,
    },
    "layout": {
        "regArea_sq_um": 20500,
        "stdcell_count": 8097,
        "synthToLayoutAreaGrowth_pct": 10.4,
        "drive_gt1_share_pct": 14.5,
        "regMostFlops": "regs",
        "logic_area_sq_um": 35600,
        "reg_top3": "regs: 1024 flops",
        "fill_cells": 10300,
        "largest_register_ffs": 1024,
        "design_area_sq_um": 65000,
    },
    "placement": {
        "place_hpwl_mm": 164,
        "dpl-instance-area_sq_um": 61100,
        "gp_congestion": 1.06,
        "dp_cells": 7880,
        "portBuffers": 136,
    },
    "status": {
        "status": "finished clean",
    },
    "min_path": {
        "hold_path.class": "flop to flop",
    },
    "power": {
        "power.leakage_nw": 21.0,
        "p_per_area_nw_per_um2": 161,
        "irDropWorstVdd_mv": 0.161,
    },
}
Yosys cell counts, types with 8 or more instances:
| cell type | number |
|---|---|
| a211o_1 | 32 |
| a211oi_1 | 100 |
| a21boi_0 | 841 |
| a21boi_1 | 151 |
| a21oi_1 | 54 |
| a221o_1 | 32 |
| and2_1 | 36 |
| and3_1 | 16 |
| and3b_1 | 13 |
| buf_1 | 43 |
| buf_2 | 146 |
| buf_4 | 22 |
| clkbuf_1 | 524 |
| clkbuf_2 | 17 |
| dfxtp_1 | 1024 |
| mux2_2 | 8 |
| mux2i_1 | 191 |
| mux4_2 | 450 |
| nand2_1 | 2038 |
| nand3_1 | 429 |
| nand4_1 | 106 |
| nor2_1 | 89 |
| nor2b_1 | 41 |
| nor3_1 | 43 |
| nor3b_1 | 10 |
| nor4_1 | 29 |
| o211ai_1 | 13 |
| o21ai_0 | 14 |
| o221ai_1 | 63 |
| o22ai_1 | 125 |
cell families (layout without fill, tap and decap cells):
kind of cell | Yosys count | after routing | synth area share (%)
xor+xnor | 10 | 10 | 0.149
other cells | 0 | 7 | 0
buf+inv | 764 | 557 | 5.43
mux | 649 | 649 | 20.6
compound gates | 1448 | 1448 | 18.3
flops | 1024 | 1024 | 34.8
simple gates | 2878 | 2878 | 20.7
report_power, final:
| group | total (mW) | switching [mW] | internal [mW] |
|---|---|---|---|
| registers | 4.52 | 0.0168 | 4.50 |
| logic | 1.02 | 0.705 | 0.312 |
| clock network | 4.92 | 2.06 | 2.86 |
layout make-up:
class	instances	share of cell area, %
multi-input combinational	4985	54.8
sequential	1024	31.5
clock buffer	161	5.00
timing repair buffer	341	4.62
tap	1524	2.93
clock inverter	49	1.05
inverter	6	0.0346
antenna	7	0.0269
layer usage:
layer,global-route usage [%],vias to the layer above
li1,-,23500
met1,62.1,27100
met2,64.1,4172
met3,28.2,1143
met4,27.2,27
met5,2.88,-
per-stage QoR:
step / utilization (%) / worst slack, ps / power [mW]
global route: 55.8 / 1330 / 10.7
global placement: 52.4 / 1580 / 5.59
CTS: 55.8 / 1520 / 10.4
detailed placement: 52.4 / 1530 / 5.59
floorplan: - / 3800 / 5.20
finish: 55.8 / 1290 / 10.5
tightest hold or removal path, delay by kind of cell (launching register included):
kind             cells  cell delay [ps]
flip-flops           1              310
AND/OR/NAND/NOR      1               50
AND-OR/OR-AND        1               50
final timing paths:
path	slack (ps)	cells after the start	startpoint	end
worst min register to register	460	2	regs[26][17]	regs[26][17]
worst max-delay path	1290	8	raddr1[2]	rdata1[26]
worst min-delay path	460	2	regs[26][17]	regs[26][17]
worst max register to register	8200	2	regs[2][8]	regs[2][8]
placed cells by master (no fill, tap or decap), types with 8 or more instances in the layout:
master / instances
a211o_1: 32
a211oi_1: 100
a21boi_0: 841
a21boi_1: 151
a21oi_1: 54
a221o_1: 32
and2_1: 35
and3_1: 15
and3b_1: 11
buf_12: 8
buf_4: 199
bufinv_16: 13
clkbuf_1: 26
clkbuf_16: 115
clkbuf_8: 21
clkdlybuf4s50_1: 123
clkinv_2: 20
clkinvlp_4: 9
dfxtp_1: 1024
mux2_2: 8
mux2i_1: 191
mux4_2: 450
nand2_1: 2005
nand2_2: 33
nand3_1: 429
nand4_1: 106
nor2_1: 56
nor2_4: 32
nor2b_1: 39
nor3_1: 40
nor3b_1: 8
nor4_1: 29
o211ai_1: 13
o21ai_0: 14
o221ai_1: 63
o22ai_1: 125
Power figures rest on the tool's default switching activity, not on a simulated workload.
